==> ./design.v <==
`timescale 1ns / 1ps
module UART_Receiver
#(parameter CLOCKS_PER_BIT= 217)(
    input clk,
	 input dataserial,
	 output reg [7:0] dataouts
	 );
parameter IDLE = 2'b00, START = 2'b01, DATABIT = 2'b10, STOP = 2'b11;
reg [1:0] next_state;
reg [7:0] clock_count;
reg [2:0] index;
always @(posedge clk)
begin
	case(next_state)
		IDLE: begin
					next_state <= (dataserial==1'b0) ? START: IDLE;
				end
		START: begin
					if(clock_count == ((CLOCKS_PER_BIT - 1)/2))
						begin
							if(dataserial == 1'b0)
								begin
								next_state <= DATABIT;
								end
							else 
								next_state <= IDLE;
							end
					else
						begin
							next_state  <= START;
						end
					end
		DATABIT: begin
						if(clock_count < (CLOCKS_PER_BIT -1))
							begin
							next_state  <= DATABIT;
							end
						else
							begin
							if(index < 3'b111)
								begin
								next_state <= DATABIT;
								end
							else
								begin
								next_state <= STOP;
								end
							end
						end
		STOP: begin
					if(clock_count < (CLOCKS_PER_BIT -1))
						begin
							if(dataserial == 1'b1)
								begin
									next_state <= STOP;
								end
							else 
									next_state <=IDLE;
						end
					else 
						begin
							next_state <= STOP;
						end
					end
		default: next_state <= IDLE;
	endcase
end
	always @(next_state)
		begin
			case(next_state)
				IDLE:
					begin
						clock_count = 8'b0;
						index =3'b0;
					end
				START:
					begin
						if(clock_count == ((CLOCKS_PER_BIT - 1)/2))
						begin
							if(dataserial == 1'b0)
								begin
								clock_count = 8'b0;
								end
						else
							begin
								clock_count = clock_count +1'b1;
							end
						end
					end
				DATABIT:
					begin
						if(clock_count < (CLOCKS_PER_BIT -1))
							begin
							clock_count = clock_count + 1'b1;
							end
						else
							begin
							clock_count = 8'b0;
							dataouts[index]= dataserial;
							if(index < 3'b111)
								begin
								index = index + 1'b1;
								end
							else
								begin
								index = 3'b0;
								end
							end
					end
				STOP:
					begin
						if(clock_count < (CLOCKS_PER_BIT -1))
							begin
								if(dataserial == 1'b1)
									begin
										clock_count = 8'b0;
									end
							end
						else 
							begin
								clock_count = clock_count + 1'b1;
							end
					end
			endcase
		end
endmodule
==> ./run.sh <==
#!/bin/bash
# OpenROAD 26Q1-2900-gdf79404cd8, Yosys 0.63+post, stock flow scripts
make -C /OpenROAD-flow-scripts/flow DESIGN_CONFIG=/design/flow/config.mk WORK_HOME=/design/flow/orfs finish
==> ./config.mk <==
export PLATFORM = sky130hd
export DESIGN_NAME = UART_Receiver
export DESIGN_NICKNAME = UART_Receiver
export VERILOG_FILES = /design/flow/design.v
export SDC_FILE = /design/flow/constraint.sdc
export NUM_CORES = 4
export LEC_CHECK = 1
export CORE_AREA = 10 10 81 81
export DIE_AREA = 0 0 91 91
==> ./constraint.sdc <==
current_design UART_Receiver

set clk_period 2.5
set clk_io_pct 0.2

create_clock -name clk0 -period $clk_period [get_ports {clk}]

set non_clock_inputs [all_inputs -no_clocks]
set_input_delay [expr $clk_period * $clk_io_pct] -clock clk0 $non_clock_inputs
set_output_delay [expr $clk_period * $clk_io_pct] -clock clk0 [all_outputs]
==> flow_summary.json <==
{
  "avgSynthCellArea_um2": 8.52,
  "largest_area_cell": "dlxtn_1",
  "hold_viol": 0,
  "crit_path_start_kind": "input port",
  "cpPeakStageDelay_ps": 570,
  "wl_per_cell_um": 9.86,
  "min_path_type": "reg2reg",
  "ys_cells": 108,
  "crit_cells": 4,
  "r2r-start": "next_state[1]",
  "required_ps": 2650,
  "dieWidth_um": 91,
  "ff_latch_area_um2": 325,
  "irDropWorstVdd_v": 0.0000988,
  "rsz0062_at_grt": "false",
  "max_clock_freq_mhz": 647,
  "yosysUniqueCellTypes": 43,
  "antenna_cells_inserted": 0,
  "floorplan.initialDensity": 0.191,
  "insertion_delay_ps": 210,
  "hpwl_mm": 1.39,
  "crit_chain": "clkdlybuf4s50_1, nand2b_1, nor4_1, o22a_1",
  "post_cts_buffers": 0,
  "synth-warning-count": 96,
  "dr.first_iter.drc_count": 15,
  "synth_flops": 21,
  "grt_pass1_wl_mm": 3.31,
  "fin_crit_sh": 0.618,
  "cp-end-kind": "flip-flop",
  "crit_family": "buffers and inverters",
  "ios": 10,
  "whs_ps": 557,
  "dp_cells": 181,
  "power_uw": 204,
  "tritoncts.num_buffers": 3,
  "clockBufferDepth": 2,
  "first_pass_iters": 4,
  "place_congestion": 0.810,
  "grt_max_degree": 13,
  "cts_tree": "built",
  "drt.antenna.violating_nets": 0,
  "fp.dieH_um": 91,
  "edf_count": 0,
  "unclocked_pins": 19,
  "crit_slowest_cell": "clkdlybuf4s50_1",
  "untimed_endpoints": 27,
  "powerDensity_nw_per_um2": 182,
  "h-tree-depth": 1,
  "clock_skew_ps": 2.30,
  "slew_headroom": 0.460,
  "grt_pass1_vias": 752,
  "arrival_ps": 1690,
  "critical_path_buf_inv_count": 1,
  "die-area_um2": 8280,
  "layout_top_cell": "dlxtn_1",
  "dpl-instance-area_um2": 1080,
  "comb_area_um2": 551,
  "vias_per_cell": 4.32,
  "syn_to_final_growth_pct": 21.9,
  "critical_path_class": "in2reg",
  "synth_area_um2": 920,
  "async_flop_share": 0,
  "finalCriticalPeriod_ps": 1540,
  "ff_type": "dlxtn_1",
  "drive_above_1_share": 0.111,
  "grt_overflow": 0,
  "startpoint": "dataserial",
  "std_cell_rows": 25,
  "ctsHoldBuffers": 0,
  "warning_count": 30,
  "vias": 795,
  "synth-area-yosys_um2": 920,
  "status": "complete, no violations",
  "min_path_cells": 2,
  "core_area_um2": 4820,
  "top_cells_by_area": "dlxtn_1, ha_1, dfxtp_1",
  "synthCells": 108,
  "path_max_fanout": 12,
  "cts-root-buf": "clkbuf_8",
  "reg2reg_depth": 3,
  "finalSetupViolCount": 0,
  "grt_util_all_layers": 0.0434,
  "postLayoutCellArea_um2": 1120,
  "max_cap_violations": 0,
  "path_clk_slew_ps": 30,
  "final.setup.tns_ps": 0,
  "yosys.area.top_type_share": 0.310,
  "drc": 0,
  "antenna_found_initial": 0,
  "io_buffers": 9,
  "instances_no_fill": 184,
  "cts_resized": 0,
  "fill_cells": 530,
  "worstHoldStart": "next_state[0]",
  "wirelength_mm": 1.82,
  "worstMarginPinSlew_ps": 803,
  "p_leak_uw": 0.000386,
  "final_cell_mix": "dlxtn_1, clkdlybuf4s50_1, inv_1",
  "drv_slew": 0
}
## sequential cells by signal (all words and copies together), names as in the netlist
register / cells
index: 3
clock_count: 8
next_state: 2
dataouts: 8
## layer usage
metal,share of wire,global-route usage,vias up
met5,0,0,-
met3,0.041,0.00996,2
met1,0.53,0.0609,370
li1,-,-,412
met2,0.41,0.0680,11
met4,0.015,0.00653,0
## kinds of logic (layout without fill, tap and decap cells)
| kind of cell | Yosys count | count (layout) | share of synthesized area |
|---|---|---|---|
| flops | 2 | 2 | 0.0435 |
| latches | 19 | 19 | 0.310 |
| simple gates | 39 | 39 | 0.248 |
| buf+inv | 11 | 20 | 0.0476 |
| fa+ha+maj | 7 | 7 | 0.0952 |
| compound gates | 26 | 26 | 0.216 |
| mux | 1 | 1 | 0.0109 |
| xor+xnor | 3 | 3 | 0.0286 |
## area by class of cell
type / instances / share of cell area
flip-flops and latches: 21 / 0.290
clock buffers: 3 / 0.0368
inverters: 8 / 0.0268
repair buffers: 9 / 0.0804
multi-input cells: 76 / 0.491
well taps: 67 / 0.0748
## where the power goes
part | total (uW) | switching, uW | leakage (uW) | internal, uW
clock | 124 | 22.3 | 0.0000216 | 102
sequential | 50.8 | 5.56 | 0.000165 | 45.2
combinational | 29.2 | 10.4 | 0.000199 | 18.8
## worst register-to-register path: stages (launching register included)
cell and delay (ps):
dfxtp_1 360, or4b_1 500, o221ai_1 160, a21oi_1 80
## final timing paths
check	slack (ps)	endpoint
min	560	next_state[0]
min reg2reg	560	next_state[0]
max	960	next_state[1]
max reg2reg	1280	next_state[0]
## cell usage after synthesis (3+ instances only)
library cell  count
o21ai_0           6
nand3_1           6
nand2b_1          3
inv_1             8
a21oi_1           3
nand2_1           5
ha_1              7
nor3_1            5
nor2_1            3
dlxtn_1          19
## metrics by stage
stage                      util  setup slack, ps
final                     0.233              956
after detailed placement  0.224              758
after floorplan               -             1290
after global routing      0.233              913
after CTS                 0.233              952
after global placement    0.224              779
Power figures rest on the tool's default switching activity, not on a simulated workload.
