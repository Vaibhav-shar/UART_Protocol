<file path="design/flow/run.sh">
#!/bin/bash
# OpenROAD 26Q1-2900-gdf79404cd8, Yosys 0.63+post, stock flow scripts
make -C /OpenROAD-flow-scripts/flow DESIGN_CONFIG=/design/flow/config.mk WORK_HOME=/design/flow/orfs finish
</file>
<file path="design/flow/config.mk">
export PLATFORM = sky130hd
export DESIGN_NAME = UART_Transmitter
export DESIGN_NICKNAME = UART_Transmitter
export VERILOG_FILES = /design/flow/design.v
export SDC_FILE = /design/flow/constraint.sdc
export NUM_CORES = 4
export LEC_CHECK = 1
export CORE_AREA = 10 10 70 70
export DIE_AREA = 0 0 80 80
</file>
<file path="design/flow/constraint.sdc">
current_design UART_Transmitter

set clk_period 1.9
set clk_io_pct 0.2

create_clock -name clk0 -period $clk_period [get_ports {clk}]

set non_clock_inputs [all_inputs -no_clocks]
set_input_delay [expr $clk_period * $clk_io_pct] -clock clk0 $non_clock_inputs
set_output_delay [expr $clk_period * $clk_io_pct] -clock clk0 [all_outputs]
</file>
<file path="design/flow/design.v">
`timescale 1ns / 1ps
module UART_Transmitter
	#(parameter CLOCKS_PER_BIT = 217)(
    input [7:0] databus,
	 input valid,
	 input clk,
	 output reg outserial
	 );
parameter IDLE = 2'b00, START = 2'b01, DATABIT = 2'b10, STOP = 2'b11;
reg [1:0] next_state;
reg [7:0] clock_count;
reg [2:0] index;
always @(posedge clk)
begin
	case(next_state)
		IDLE: begin
					if(valid == 1'b1)
						next_state <= START;
					else 
						next_state <= IDLE;
		      end
		START: begin
					if(clock_count < CLOCKS_PER_BIT - 1)
							next_state <= START;
					else 
							next_state <= DATABIT;
			end
		DATABIT: begin
						if(clock_count < CLOCKS_PER_BIT - 1)
								next_state <= DATABIT;
						else
							begin
								if(index < 3'b111)
									next_state <= DATABIT;
								else
									next_state <= STOP;
							end
					end
		STOP: begin
					if(clock_count < CLOCKS_PER_BIT - 1)
							next_state <= STOP;
					else 
							next_state <= IDLE;
				end
		default: next_state<=IDLE;
	endcase
end
	always @(next_state)
		begin
			case(next_state)
			IDLE: begin
				index = 1'h0;
				if(valid == 1'b1)
					clock_count = 0;
			      end
			START: begin
				outserial<=1'b0;
				clock_count= (clock_count < CLOCKS_PER_BIT - 1) ? (clock_count + 1'b1) : 1'b0;
				end
			DATABIT:begin
				outserial <= databus[index];
						if(clock_count < CLOCKS_PER_BIT - 1)
							clock_count = clock_count + 1'b1;
						else
							begin
								clock_count = 1'b0;
								index = (index < 1'b111) ? index + 1'b1 : 1'b0;
							end
			        end
			STOP: begin
				outserial = 1'b1;
				clock_count= (clock_count < CLOCKS_PER_BIT - 1) ? (clock_count + 1'b1) : 1'b0;
			      end
			endcase
	 	end
endmodule
</file>
==> flow_metrics.env <==
# source this file to load flow results
export IMPL_ys_cells=67
export IMPL_ir_drop_mv=0.330
export IMPL_critPathLaunchType="input port"
export IMPL_holdBufCountCts=0
export IMPL_unclocked_pins=12
export IMPL_final_area_sq_um=752
export IMPL_cts_max_level=1
export IMPL_hp_class="reg2reg"
export IMPL_routed_wl_mm=1.12
export IMPL_gp_congestion=0.838
export IMPL_yosys_stat_area_sq_um=587
export IMPL_antenna_found_initial=0
export IMPL_fp_util_pct=17.2
export IMPL_viasPerCell=4.10
export IMPL_drive_gt1_share_pct=8.97
export IMPL_setup_violations=0
export IMPL_edf_count=0
export IMPL_gr_total_overflow=0
export IMPL_core_area_sq_um=3420
export IMPL_grt_pass1_wl_mm=2.03
export IMPL_final_fill_count=378
export IMPL_powerDensity_nw_per_um2=208
export IMPL_clockBufferDepth=2
export IMPL_flop_area_sq_um=220
export IMPL_worstPathCellList="clkdlybuf4s50_1 > a21oi_1 > a21boi_0"
export IMPL_critPathKind="in2reg"
export IMPL_placed_area_sq_um=729
export IMPL_synthTopLogicFamily="simple AND/OR/NAND/NOR gates"
export IMPL_fin_crit_ps=949
export IMPL_hold_viol=0
export IMPL_dp_hpwl_microns=906
export IMPL_cp_arrival_ps=1090
export IMPL_xor_share_pct=5.97
export IMPL_ant_nets=0
export IMPL_syn_cell_area_sq_um=587
export IMPL_post_cts_resized=0
export IMPL_root_buffer="clkbuf_4"
export IMPL_rsz0062_at_grt="no"
export IMPL_critPathSlowestCell="clkdlybuf4s50_1"
export IMPL_cts_tree="done"
export IMPL_avgSynthCellArea_sq_um=8.76
export IMPL_stdcell_count=124
export IMPL_die_x_microns=80
export IMPL_dieArea_sq_um=6400
export IMPL_maxCapViolations=0
export IMPL_crit_required_ps=2050
export IMPL_n_antenna_cell=0
export IMPL_clk_latency_ps=220
export IMPL_synthArstFlopShare_pct=0
export IMPL_area_growth_pct=28.1
export IMPL_ff_type="dlxtn_1"
export IMPL_final_cell_mix="dlxtn_1, clkdlybuf4s50_1, nor2_1, a21oi_1, nand3_1"
export IMPL_numCtsBuffers=3
export IMPL_untimed_endpoints=13
export IMPL_drv_slew=0
export IMPL_drt_initial_drc_count=8
export IMPL_worst_pin_slew_ps=409
export IMPL_grt_use_total_pct=3.59
export IMPL_post_cts_buffers=0
export IMPL_post_drt_wl_per_cell_microns=8.99
export IMPL_postSynthCellCount=67
export IMPL_slew_headroom_pct=72.6
export IMPL_combGateArea_sq_um=344
export IMPL_portBuffers=10
export IMPL_yosys_warnings=97
export IMPL_warnings=25
export IMPL_mux_area_share_pct=7.68
export IMPL_core_rowCount=21
export IMPL_num_vias=508
export IMPL_drcViolationCount=0
export IMPL_crit_path_max_incr_delay_ps=480
export IMPL_leakage_uw=0.000277
export IMPL_compound_area_share_pct=16.6
export IMPL_setup_tns_ps=0
export IMPL_fmax_mhz=1050
export IMPL_io_pins=11
export IMPL_yosys_area_share_adder_pct=4.26
export IMPL_firstDrtPassIters=4
export IMPL_grt_pass1_vias=497
export IMPL_post_route_util_pct=22.0
export IMPL_finalCritPeriodShare_pct=50.0
export IMPL_mostFrequentLayoutCell="dlxtn_1"
export IMPL_simple_gate_area_share_pct=24.1
export IMPL_path_max_fanout=2
export IMPL_synth_seq_cells=14
export IMPL_clock_skew_ps=4.36
export IMPL_p_total_uw=157
export IMPL_ys_types=30
export IMPL_grt_start_max_net_pins=9
export IMPL_status="finished, final reports clean"
export IMPL_critPathCaptureType="flip-flop"
export IMPL_path_clk_slew_ps=30
export IMPL_die_h_microns=80
export IMPL_place_inst=121
per-layer routing:
layer,up-vias,global-route usage [%],routed length [microns]
li1,268,-,-
met1,231,4.74,523
met2,9,6.02,547
met3,0,0.682,45
met4,0,0.528,0
met5,-,0,0
layout make-up:
cell class	instances	area share, %
multi-input combinational	49	45.8
sequential	14	29.3
tap	46	7.65
clock buffer	3	3.00
timing repair buffer	10	13.3
inverter	2	0.998
synth_stat cells, types with 2 or more instances:
master / n / share of area (%)
a21o_1: 2 / 2.6
nand3_1: 4 / 3.4
nand4_1: 2 / 2.1
and2_1: 2 / 2.1
mux2_2: 2 / 3.8
dfxtp_1: 2 / 6.8
ha_1: 2 / 4.3
a21boi_0: 2 / 2.6
nand2_1: 3 / 1.9
dlxtn_1: 11 / 28
nor2_1: 7 / 4.5
a21oi_1: 4 / 3.4
inv_1: 2 / 1.3
a31oi_1: 2 / 2.1
xor2_1: 2 / 3.0
xnor2_1: 2 / 3.0
or3_1: 2 / 2.1
o21ai_0: 2 / 1.7
final timing paths:
check,startpoint,to,slack [ps],cells past startpoint
min,next_state[1]$_DFF_P_,next_state[1]$_DFF_P_,520,1
max reg2reg,next_state[1]$_DFF_P_,next_state[0]$_DFF_P_,980,3
min reg2reg,next_state[1]$_DFF_P_,next_state[1]$_DFF_P_,520,1
max,valid,next_state[0]$_DFF_P_,950,3
per-stage QoR:
stage | worst slack [ps] | hold slack, ps
finish | 951 | 515
global route | 914 | 551
CTS | 953 | 523
detailed placement | 717 | 512
global placement | 759 | 508
floorplan | 1070 | 485
power by group:
group,internal (uW),switching (uW)
Sequential,42.4,0.0137
Combinational,18.9,3.43
Clock,69.5,22.4
registers in the layout, indices dropped and copies added (netlist names):
| register | count |
|---|---|
| index | 3 |
| clock_count | 8 |
| next_state | 2 |
| outserial | 1 |
worst max-delay path: cells and delay by family:
kind | cells | cell delay, ps
buffers and inverters | 1 | 480
AND-OR/OR-AND | 2 | 230
cell families (layout without fill, tap and decap cells):
kind of cell / count (synthesis) / count (layout)
simple gates: 25 / 25
compound gates: 15 / 15
latches: 12 / 12
xor+xnor: 4 / 4
buf+inv: 4 / 15
mux: 3 / 3
fa+ha+maj: 2 / 2
flops: 2 / 2
Power figures rest on the tool's default switching activity, not on a simulated workload.
